==> design.v <==
`timescale 1ns / 1ps
module branching_unit(
    input  wire [31:0] pc,             
    input  wire [31:0] rs_data,        
    input  wire [31:0] rt_data,        
    input  wire [15:0] immediate,      
    input  wire [5:0]  opcode,         
    input  wire        zero_flag,      
    input  wire        overflow_flag,  
    input  wire        carry_out,      
    output wire        branch_taken,   
    output wire [31:0] branch_target   
);
    wire [31:0] sign_extended_imm = {{16{immediate[15]}}, immediate};
    wire [31:0] shifted_offset = {sign_extended_imm[29:0], 2'b00};
    wire [31:0] pc_plus_4 = pc + 32'd4;
    assign branch_target = pc_plus_4 + shifted_offset;
    reg branch_condition;
    always @(*) begin
        branch_condition = 1'b0;
        case (opcode)
            6'b000100: branch_condition = zero_flag;                    
            6'b000101: branch_condition = ~zero_flag;                   
            6'b000111: branch_condition = ~zero_flag & ~overflow_flag;  
            6'b001000: branch_condition = overflow_flag | zero_flag;    
            6'b000110: branch_condition = ~overflow_flag;               
            6'b000001: branch_condition = overflow_flag | zero_flag;    
            6'b000010: branch_condition = ~carry_out;                   
            6'b000011: branch_condition = carry_out | zero_flag;        
            default:   branch_condition = 1'b0;
        endcase
    end
    assign branch_taken = (opcode[5:3] == 3'b000 && opcode != 6'b000000) && branch_condition;
endmodule
`timescale 1ns / 1ps
module execution_control(
    input  wire [31:0] pc,             
    input  wire [31:0] instruction,    
    input  wire [31:0] rs_data,        
    input  wire [31:0] rt_data,        
    input  wire        zero_flag,      
    input  wire        overflow_flag,  
    input  wire        carry_out,      
    output wire        pc_write,       
    output wire [31:0] next_pc,        
    output wire        ra_write,       
    output wire [31:0] ra_data         
);
    wire [5:0]  opcode = instruction[31:26];
    wire [15:0] immediate = instruction[15:0];
    wire [25:0] jump_target = instruction[25:0];
    wire branch_taken;
    wire [31:0] branch_target;
    branching_unit branch_unit(
        .pc(pc),
        .rs_data(rs_data),
        .rt_data(rt_data),
        .immediate(immediate),
        .opcode(opcode),
        .zero_flag(zero_flag),
        .overflow_flag(overflow_flag),
        .carry_out(carry_out),
        .branch_taken(branch_taken),
        .branch_target(branch_target)
    );
    wire jump_taken;
    wire [31:0] jump_address;
    wire link_enable;
    wire [31:0] link_address;
    jump_unit jump_ctrl(
        .pc(pc),
        .rs_data(rs_data),
        .jump_target(jump_target),
        .opcode(opcode),
        .jump_taken(jump_taken),
        .jump_address(jump_address),
        .link_enable(link_enable),
        .link_address(link_address)
    );
    wire [31:0] pc_plus_4 = pc + 32'd4;
    assign next_pc = jump_taken ? jump_address :
                     branch_taken ? branch_target :
                     pc_plus_4;
    assign pc_write = 1'b1;
    assign ra_write = link_enable;
    assign ra_data = link_address;
endmodule
`timescale 1ns / 1ps
module jump_unit(
    input  wire [31:0] pc,              
    input  wire [31:0] rs_data,         
    input  wire [25:0] jump_target,     
    input  wire [5:0]  opcode,          
    output wire        jump_taken,      
    output reg  [31:0] jump_address,    
    output wire        link_enable,     
    output wire [31:0] link_address     
);
    wire [31:0] pc_plus_4 = pc + 32'd4;
    assign link_address = pc_plus_4;
    assign link_enable = (opcode == 6'b000011);
    assign jump_taken = (opcode == 6'b000010) ||  
                        (opcode == 6'b000011) ||  
                        (opcode == 6'b000000 && rs_data === 32'bx);  
    always @(*) begin
        case (opcode)
            6'b000010, 6'b000011:  
                jump_address = {pc_plus_4[31:28], jump_target, 2'b00};
            6'b000000:  
                jump_address = rs_data;
            default:
                jump_address = pc_plus_4;
        endcase
    end
endmodule
==> run.sh <==
#!/bin/bash
# OpenROAD 26Q1-2900-gdf79404cd8, Yosys 0.63+post, stock flow scripts
make -C /OpenROAD-flow-scripts/flow DESIGN_CONFIG=/design/flow/config.mk WORK_HOME=/design/flow/orfs finish
==> config.mk <==
export PLATFORM = sky130hd
export DESIGN_NAME = execution_control
export DESIGN_NICKNAME = execution_control
export VERILOG_FILES = /design/flow/design.v
export SDC_FILE = /design/flow/constraint.sdc
export NUM_CORES = 4
export LEC_CHECK = 1
export CORE_AREA = 10 10 138 138
export DIE_AREA = 0 0 148 148
==> constraint.sdc <==
current_design execution_control

set clk_period 8.7
set clk_io_pct 0.2

create_clock -name clk0 -period $clk_period

set non_clock_inputs [all_inputs -no_clocks]
set_input_delay [expr $clk_period * $clk_io_pct] -clock clk0 $non_clock_inputs
set_output_delay [expr $clk_period * $clk_io_pct] -clock clk0 [all_outputs]
==> impl_metrics.env <==
# yosys + openroad results
export IMPL_power_density_mw_per_mm2=56.6
export IMPL_top_cells_by_count="nand2_1, o21ai_0, a21oi_1, ha_1, nor2_1"
export IMPL_regArea_um2=0
export IMPL_rows=46
export IMPL_min_path_type="primary input to primary output"
export IMPL_syn_avg_cell_area_um2=6.77
export IMPL_p_int_uw=150
export IMPL_wl_mm=14.4
export IMPL_antenna_left=0
export IMPL_warning_count=70
export IMPL_pwr_share_seq=0
export IMPL_drtPass1Iterations=5
export IMPL_ys_cells=449
export IMPL_die_w_um=148
export IMPL_crit_arrival_ps=6300
export IMPL_synth_cell_area_mm2=0.00304
export IMPL_comb_power_share=1.000
export IMPL_end_kind="primary output"
export IMPL_topCellsByArea="ha_1, xnor2_1, o21ai_0"
export IMPL_yosysTopAreaCellShare=0.148
export IMPL_final_clkbuf_count=0
export IMPL_grt_pass1_wl_mm=22.5
export IMPL_drv_cap=0
export IMPL_drt_initial_drc_count=219
export IMPL_min_period_ps=8040
export IMPL_initCoreUtil=0.190
export IMPL_ys_area_mm2=0.00304
export IMPL_top_usage_layer="met2"
export IMPL_antenna_found_initial=0
export IMPL_p_switching_uw=127
export IMPL_die_area_mm2=0.0219
export IMPL_drc=0
export IMPL_use_met1=0.165
export IMPL_slew_headroom=0.516
export IMPL_top_area_cell="ha_1"
export IMPL_whs_path_depth=2
export IMPL_grt_usage=0.127
export IMPL_drive_gt1_frac=0.0319
export IMPL_path_cells="clkdlybuf4s50_1 -> nand4_1 -> nor3_1 -> nand3_1 -> nand2b_1 -> xnor2_1 -> ha_1 -> a211oi_1 -> o21bai_1 -> a211oi_1 -> o21ai_0 -> inv_1 -> o31a_2 -> xnor2_1 -> o311ai_1 -> clkdlybuf4s50_1"
export IMPL_place_gp_congestion=0.897
export IMPL_clockPowerShare=0
export IMPL_post_route_period_util=0.924
export IMPL_hold_viol_final=0
export IMPL_ys_warn_count=2
export IMPL_setup_tns_final_ps=0
export IMPL_insertedDiodeCount=0
export IMPL_via_per_inst=4.84
export IMPL_worst_path_max_delay_cell="clkdlybuf4s50_1"
export IMPL_core_mm2=0.0160
export IMPL_boundaryPins=197
export IMPL_ir_worst_vdd_mv=0.0122
export IMPL_tightestPinTransition_ps=724
export IMPL_rsz0062_at_grt="false"
export IMPL_crit_fanout=8
export IMPL_final_max_slew_viol_count=0
export IMPL_status="completed"
export IMPL_fmax_ghz=0.124
export IMPL_grt_max_degree=27
export IMPL_areaGrowthSynthToFinish_pct=60.8
export IMPL_die_h_um=148
export IMPL_grt_util_met3=0.0217
export IMPL_ctsHoldBuffers=0
export IMPL_netlist_instances=449
export IMPL_flop_count=0
export IMPL_hpwl_mm=12.3
export IMPL_wl_per_cell_um=17.8
export IMPL_vias=3928
export IMPL_critical_path_required_ps=6960
export IMPL_cpPeakStageDelay_ps=580
export IMPL_min_from="pc[0]"
export IMPL_fillers=1740
export IMPL_netSwitchingFraction=0.459
export IMPL_overflow=0
export IMPL_cp_start_kind="primary input"
export IMPL_ys_types=59
export IMPL_yosys_stat_seqShare=0
export IMPL_use_met2=0.219
export IMPL_cts_resized=0
export IMPL_setup_slack_ps=657
export IMPL_postCtsSetupRepairBufs=0
export IMPL_setup_viol=0
export IMPL_io_buffers=164
export IMPL_place_ws_ps=635
export IMPL_first_global_vias=4036
export IMPL_leakage_nw=1.81
export IMPL_critPathKind="primary input to primary output"
export IMPL_min_to="ra_data[0]"
-- power groups by stage --
stage,logic (mW),clock network (mW),registers (mW)
global route,0.309,0,0
finish,0.277,0,0
CTS,0.279,0,0
-- stage by stage --
step / util / total power [mW] / cell area, um2 / hold slack [ps] / std cells
3_5_place_dp: 0.306 / 0.277 / 4890 / 4320 / 812
5_1_grt: 0.306 / 0.309 / 4890 / 4360 / 812
4_1_cts: 0.306 / 0.279 / 4890 / 4320 / 812
2_1_floorplan: - / 0.140 / 3040 / 3500 / 449
6_report: 0.306 / 0.277 / 4890 / 4320 / 812
3_3_place_gp: 0.306 / 0.278 / 4890 / 4310 / 812
-- metal layers --
metal / wire length, um / part of all wire / up-vias
met1: 6370 / 0.44 / 1781
met2: 6940 / 0.48 / 120
met4: 253 / 0.018 / 0
met5: 0 / 0 / -
li1: - / - / 2014
met3: 876 / 0.061 / 13
-- final cells by class --
class	count	area, um2	share of cell area
repair buffers	172	1700	0.348
well taps	216	270	0.0553
inverters	16	60.1	0.0123
multi-input cells	408	2860	0.585
-- cell usage in the layout, fill, tap and decap left out, types with 12 or more instances in the layout --
cell type / n
a222oi_1: 13
nand4_1: 16
a21oi_1: 39
o21ai_0: 40
inv_1: 16
nand3_1: 18
xnor2_1: 31
a211oi_1: 12
xor2_1: 19
clkdlybuf4s50_1: 164
a22oi_1: 12
ha_1: 36
nand2_1: 40
nor2_1: 33
-- cells by family after synthesis --
logic type	after synthesis	share of synthesized area
adder cells (fa/ha/maj)	37	0.155
XOR/XNOR	53	0.160
buffers and inverters	41	0.0617
other	1	0.00123
AND-OR/OR-AND	169	0.369
multiplexers	6	0.0197
AND/OR/NAND/NOR	142	0.233
-- worst max-delay path by stage --
stage	start	to	slack [ps]	cells after the start
finish	pc[9]	next_pc[31]	660	16
CTS	pc[9]	next_pc[31]	610	16
global route	pc[9]	next_pc[31]	220	16
-- worst max-delay path: cells and delay by family --
family | cells | cell delay [ps]
AND-OR/OR-AND | 6 | 1160
buffers and inverters | 3 | 1240
XOR/XNOR | 2 | 490
adder cells (fa/ha/maj) | 1 | 420
AND/OR/NAND/NOR | 4 | 1250
Power is estimated from default activity; no workload was simulated.
